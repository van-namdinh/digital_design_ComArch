### flow/design.v
module gates (input     logic [3:0] a,b,
                output  logic [3:0] y1,y2,y3,y4,y5);
            assign y1 = a & b;       
            assign y2 = a | b;       
            assign y3 = a ^ b;       
            assign y4 = ~(a&b);      
            assign y5 = ~(a|b);      
endmodule            
### flow/run.sh
#!/bin/bash
# OpenROAD 26Q1-2900-gdf79404cd8, Yosys 0.63+post, stock flow scripts
make -C /OpenROAD-flow-scripts/flow DESIGN_CONFIG=/design/flow/config.mk WORK_HOME=/design/flow/orfs finish
### flow/config.mk
export PLATFORM = sky130hd
export DESIGN_NAME = gates
export DESIGN_NICKNAME = gates
export VERILOG_FILES = /design/flow/design.v
export SDC_FILE = /design/flow/constraint.sdc
export NUM_CORES = 4
export LEC_CHECK = 1
export CORE_AREA = 10 10 70 70
export DIE_AREA = 0 0 80 80
### flow/constraint.sdc
current_design gates

set clk_period 1.0
set clk_io_pct 0.2

create_clock -name clk0 -period $clk_period

set non_clock_inputs [all_inputs -no_clocks]
set_input_delay [expr $clk_period * $clk_io_pct] -clock clk0 $non_clock_inputs
set_output_delay [expr $clk_period * $clk_io_pct] -clock clk0 [all_outputs]
==> flow_metrics.env <==
# flow metrics
export IMPL_portBuffers=28
export IMPL_maxSlewHeadroom=0.9527
export IMPL_hpwl_um=822.9
export IMPL_std_cell_rows=21
export IMPL_via_per_inst=2.689
export IMPL_num_vias=320
export IMPL_crit_chain="buf_6, inv_2, buf_4, ha_1, clkdlybuf4s15_1"
export IMPL_setup_viol=0
export IMPL_antenna_found_initial=0
export IMPL_fin_cells=119
export IMPL_slew_viol_final=0
export IMPL_hold_viol_final=0
export IMPL_hold_slack_ns=0.7511
export IMPL_synth_simple_area_share=0
export IMPL_critPathArrivalTime_ns=0.77
export IMPL_first_pass_iters=2
export IMPL_powerDensity_nw_per_um2=274.3
export IMPL_grt_pass1_wl_mm=1.531
export IMPL_nClkBuffers=0
export IMPL_path_class="in2out"
export IMPL_crit_path_end="y5[2]"
export IMPL_finalCritPeriodShare=0.9736
export IMPL_critPathMaxStageDelay_ns=0.17
export IMPL_top_area_cell="ha_1"
export IMPL_die_area_um2=6400
export IMPL_ys_sh_adder=0.7692
export IMPL_critPathLaunchType="input pin"
export IMPL_p_leak_nw=0.3790
export IMPL_drt_iter0_markers=2
export IMPL_core_um2=3416
export IMPL_vdd_ir_drop_max_uv=82.58
export IMPL_yosys_cells=32
export IMPL_finalPower_w=0.0002032
export IMPL_area_leaders="ha_1 77%, inv_1 23%"
export IMPL_grt_max_degree=4
export IMPL_syn_area_per_cell_um2=8.133
export IMPL_ys_top_cells_by_count="16 x ha_1, 16 x inv_1"
export IMPL_syn_area_um2=260.3
export IMPL_gp_congestion=0.6888
export IMPL_status="completed"
export IMPL_warning_count=44
export IMPL_wl_per_cell_um=7.655
export IMPL_place_area_um2=688.2
export IMPL_aoi_share=0
export IMPL_synth_cell_types=2
export IMPL_synth_xor_xnor_area_share=0
export IMPL_drc=0
export IMPL_utilization=0.2169
export IMPL_yosysWarningCount=0
export IMPL_routed_wl_um=911
export IMPL_gr_total_overflow=0
export IMPL_ctsHoldBuffers=0
export IMPL_io_pins=28
export IMPL_register_area_um2=0
export IMPL_fp_util=0.07619
export IMPL_fp_dieW_um=80
export IMPL_track_usage=0.02701
export IMPL_rsz0062_at_grt="no"
export IMPL_startpoint="a[2]"
export IMPL_ant_nets=0
export IMPL_finalCriticalPeriod_ns=0.9736
export IMPL_mux_share=0
export IMPL_area_growth_pct=184.6
export IMPL_die_h_um=80
export IMPL_first_global_vias=340
export IMPL_topCombFamilyByArea="adder cells"
export IMPL_tightest_slew_ns=0.07081
export IMPL_seq_cells=0
export IMPL_synth_top_area_share=0.7692
export IMPL_antenna_diode_count=0
export IMPL_design_area_um2=740.7
export IMPL_ys_seq_share=0
export IMPL_drive_gt1_frac=0.6438
export IMPL_ys_chip_area_um2=260.2
export IMPL_crit_fanout=3
export IMPL_setup_worst_path_end_class="output port"
export IMPL_worstHoldPathType="in2out"
export IMPL_worstPathRequired_ns=0.80
export IMPL_maxCapViolCount=0
export IMPL_max_freq_mhz=1027
export IMPL_synth_cells=32
export IMPL_post_place_cells=118
export IMPL_slowest_stage="ha_1"
metrics by stage:
step                      worst slack [ns]  setup TNS (ns)
after CTS                         0.001675               0
final                              0.02645               0
after global placement             -0.6947          -12.68
after floorplan                     0.3207               0
after global routing              0.002069               0
after detailed placement           -0.7085          -12.88
worst min path at each step:
stage                 from  endpoint  slack [ns]  cells after the start
final                 b[0]     y3[0]        0.75                      4
after CTS             b[0]     y3[0]        0.76                      4
after global routing  b[2]     y4[2]        0.79                      4
cells by family (layout without fill, tap and decap cells):
| kind of cell | Yosys count | after routing |
|---|---|---|
| fa+ha+maj | 16 | 16 |
| buf+inv | 16 | 57 |
timing repair:
item | CTS | global route
endpoints found under the setup margin | 20 | 7
setup buffers | 6 | 0
pin swaps | 1 | 0
resized | 101 | 8
placed cells by master, fill, tap and decap left out, drive strengths merged:
cell type,count
clkbuf,4
clkdlybuf4s15,5
dlygate4sd2,6
ha,16
buf,26
inv,16
per-layer routing:
layer	vias up	share of wire	wire, um	GRT usage
met5	-	0	0	0
met3	0	0.13	121	0.01250
li1	168	-	-	-
met1	140	0.36	331	0.03428
met4	0	0	0	0
met2	12	0.50	458	0.04334
final cells by class:
type               count  area (um2)
repair buffers        41       360.3
multi-input cells     16       262.8
well taps             46       57.56
inverters             16       60.06
fillers              391        2675
report_power, final:
part / internal (W) / switching (W) / leakage (nW)
Combinational: 0.000136 / 0.0000669 / 0.379
Sequential: 0 / 0 / 0
Clock: 0 / 0 / 0
Total: 0.000136 / 0.0000669 / 0.379
critical path, delay by kind of cell:
family     cells  cell delay, ns
fa+ha+maj      1            0.17
buf+inv        4            0.39
Power figures rest on the tool's default switching activity, not on a simulated workload.
