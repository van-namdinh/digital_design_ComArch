==> flow/design.v <==
module mux2 #(parameter width = 8) (
    input   logic   [width - 1: 0] d0, d1,
    input   logic                   s,
    output  logic   [width - 1: 0] y);
    assign  y = s ? d1 : d0;
endmodule
module mux4_8(
    input   logic [7:0] d0, d1, d2, d3,
    input   logic [1:0] s,
    output  logic [7:0] y);
    logic [7:0] low, hi;
    mux2 lowmux(d0,d1, s[0], low);
    mux2 himux(d2,d3,s[0], hi);
    mux2 outmux(low,hi,s[1],y);
endmodule
module mux4_12(
    input   logic[11:0]     d0,d1,d2,d3,
    input   logic[1:0]      s,
    output  logic[11:0]     y);
    logic [11:0]    low, hi;
    mux2 #(12) lowmux(d0,d1,s[0], low);
    mux2 #(12) himux(d2,d3,s[0], hi);
    mux2 #(12) outmux(low, hi, s[1],y);
endmodule
==> flow/run.sh <==
#!/bin/bash
# OpenROAD 26Q1-2900-gdf79404cd8, Yosys 0.63+post, stock flow scripts
make -C /OpenROAD-flow-scripts/flow DESIGN_CONFIG=/design/flow/config.mk WORK_HOME=/design/flow/orfs finish
==> flow/config.mk <==
export PLATFORM = sky130hd
export DESIGN_NAME = mux4_12
export DESIGN_NICKNAME = mux4_12
export VERILOG_FILES = /design/flow/design.v
export SDC_FILE = /design/flow/constraint.sdc
export NUM_CORES = 4
export LEC_CHECK = 1
export CORE_AREA = 10 10 70 70
export DIE_AREA = 0 0 80 80
==> flow/constraint.sdc <==
current_design mux4_12

set clk_period 1.0
set clk_io_pct 0.2

create_clock -name clk0 -period $clk_period

set non_clock_inputs [all_inputs -no_clocks]
set_input_delay [expr $clk_period * $clk_io_pct] -clock clk0 $non_clock_inputs
set_output_delay [expr $clk_period * $clk_io_pct] -clock clk0 [all_outputs]
==> results.py <==
# Synthesis and PnR figures
metrics = {
    "worst_setup_path": {
        "cp_data_arrival_time_ps": 1030,
        "cp-start-kind": "input port",
        "cpPeakStageDelay_ps": 500,
        "path_depth": 4,
        "crit_path_max_fanout": 5,
        "crit_path_cell_trace": "buf_8 > buf_8 > mux4_2 > buf_2",
        "slowest_stage": "mux4_2",
        "crit_type": "in2out",
        "endpoint_kind": "primary output",
        "critPathBufInv": 3,
        "crit_family": "multiplexers",
        "crit_path_frequent_cell": "buf_8",
        "critPathRequiredTime_ps": 800,
    },
    "yosys": {
        "ys_area_sq_um": 294,
        "synth_cell_types": 4,
        "yosysCellCount": 14,
        "yosys.area_share.aoi_pct": 0,
        "ys_seq_share_pct": 0,
        "ys_sh_simple_pct": 0,
        "ys_sh_mux_pct": 94.5,
        "logic_family": "multiplexers",
        "adder_share_pct": 0,
        "synth-xor-area-share_pct": 0,
        "syn-cell-area_sq_um": 294,
        "synth_cells": 14,
        "syn_area_per_cell_sq_um": 21.0,
        "ys_warn_count": 0,
    },
    "pwr": {
        "ir_drop_mv": 0.137,
        "power.leakage_nw": 0.418,
        "p_int_uw": 230,
        "power.share.clock_pct": 0,
        "p_comb_share_pct": 100.0,
        "power_frac_seq_pct": 0,
        "swShare_pct": 24.1,
        "netSwitchingPower_uw": 73.3,
        "power_uw": 304,
        "cellPowerDensity_mw_per_mm2": 338,
    },
    "drt": {
        "n_antenna_cell": 0,
        "wl_per_cell_microns": 15.8,
        "drc": 0,
        "final_antenna_net_count": 0,
        "viasPerCell": 3.52,
        "routed_wl_microns": 1970,
        "vias": 440,
        "initialDrtViolationCount": 3,
        "dr.pass1.iters": 3,
    },
    "placed_design": {
        "gp_congestion": 0.808,
        "place_hpwl_microns": 1890,
        "placedCellCount": 124,
        "portBuffers": 62,
    },
    "hold_path": {
        "min_path_cells": 3,
        "hold_class": "in2out",
    },
    "floorplanning": {
        "die_w_microns": 80,
        "pin_count": 62,
        "core_sq_mm": 0.00342,
        "chipArea_sq_mm": 0.00640,
        "rows": 21,
        "die_height_microns": 80,
        "initial_core_util_pct": 8.61,
    },
    "grt": {
        "grt_max_degree": 8,
        "grt_pass1_vias": 502,
        "track_usage_pct": 5.85,
        "gr-total-overflow": 0,
        "antenna_found_initial": 0,
        "grt_first_pass_wirelength_microns": 2870,
    },
    "final_timing": {
        "finalWorstSetupSlack_ps": -227,
        "timing.final.crit_share_pct": 123,
        "worst_slew_pin_slew_ps": 107,
        "rsz0062_at_grt": "yes",
        "whs_ps": 863,
        "slew_violations": 0,
        "period_needed_ps": 1230,
        "relSlewSlack_pct": 92.9,
        "fmax_mhz": 815,
        "hold_viol": 0,
        "setup_viol": 12,
    },
    "finish": {
        "syn_to_final_growth_pct": 205,
        "ff_latch_area_sq_um": 0,
        "nClkBuffers": 0,
        "flops": 0,
        "final_cells": 125,
        "drive_gt1_share_pct": 38.0,
    },
    "clocking": {
        "hold_buffers": 0,
    },
    "run_status": {
        "outcome": "complete, but fails checks",
        "failed_checks": "negative setup slack",
    },
    "flow_run": {
        "tool_warnings": 34,
        "maxCapViolations": 0,
    },
}
## stage by stage
| stage | setup TNS [ps] | setup slack [ps] | utilization, % | area [sq um] |
|---|---|---|---|---|
| after floorplan | 0 | 5.18 | - | 298 |
| after global placement | -12880 | -1110 | 28.9 | 986 |
| after detailed placement | -12890 | -1110 | 28.9 | 986 |
| after CTS | -2660 | -236 | 26.2 | 893 |
| after global routing | -2960 | -259 | 26.3 | 897 |
| final | -2550 | -227 | 26.3 | 897 |
## cell usage after synthesis
library cell | instances | area [sq um]
buf_6 | 1 | 11.3
mux4_1 | 2 | 52.6
buf_2 | 1 | 5.00
mux4_2 | 10 | 225
## what timing repair did
| action | CTS | global route |
|---|---|---|
| endpoints found under the setup margin | 12 | 12 |
| gates resized | 104 | 1 |
| setup buffers | 1 | 0 |
| hold endpoints to repair | 0 | 0 |
## cells by family after synthesis
kind of cell / after synthesis
buffers and inverters: 2
muxes: 12
## power by group through the flow
| stage | Combinational, mW | Clock (mW) | Sequential [mW] |
|---|---|---|---|
| final | 0.304 | 0 | 0 |
| after global routing | 0.329 | 0 | 0 |
| after CTS | 0.309 | 0 | 0 |
## final timing paths
kind    from  endpoint  slack (ps)
min   d3[11]     y[11]         860
max     s[0]      y[3]        -230
## layout by cell type, fill, tap and decap left out
master / synthesis / layout
buf_2: 1 / 12
buf_4: 0 / 1
buf_6: 1 / 2
buf_8: 0 / 3
clkdlybuf4s15_1: 0 / 4
dlygate4sd2_1: 0 / 45
mux4_2: 10 / 12
## worst min-delay path, cell delays in order
cell and delay [ps]:
clkdlybuf4s15_1 160, mux4_2 210, buf_2 90
## per-layer routing
layer	global-route usage [%]	vias to the layer above	share of wire, %
met5	0	-	0
met4	0.704	0	1.4
met3	1.02	2	4.0
met2	13.0	14	67
met1	5.12	218	27
li1	-	206	-
## area by class of cell
| cell class | count | area (sq um) |
|---|---|---|
| Multi-Input combinational cell | 12 | 270 |
| Timing Repair Buffer | 67 | 569 |
| Tap cell | 46 | 57.6 |
| Fill cell | 395 | 2520 |
Power and IR drop assume default switching activity.
